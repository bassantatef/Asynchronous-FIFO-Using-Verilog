**config.mk**
```make
export PLATFORM = sky130hd
export DESIGN_NAME = async_FIFO_top
export DESIGN_NICKNAME = async_FIFO_top
export VERILOG_FILES = /design/flow/design.v
export SDC_FILE = /design/flow/constraint.sdc
export NUM_CORES = 4
export LEC_CHECK = 1
export CORE_UTILIZATION = 30
```
**constraint.sdc**
```tcl
current_design async_FIFO_top

set clk_period 4.2
set clk_io_pct 0.2

create_clock -name clk0 -period $clk_period [get_ports {rd_clk}]
create_clock -name clk1 -period $clk_period [get_ports {wr_clk}]

set non_clock_inputs [all_inputs -no_clocks]
set_input_delay [expr $clk_period * $clk_io_pct] -clock clk0 $non_clock_inputs
set_output_delay [expr $clk_period * $clk_io_pct] -clock clk0 [all_outputs]
```
**design.v**
```verilog
module FIFO_mem #(parameter     WIDTH = 8 ,
                                ADDR  = 4) 
(
    input  wire                 clk         ,
    input  wire                 wr_en       ,
    input  wire  [ADDR-1 :0]    wr_add      ,
    input  wire  [WIDTH-1:0]    wr_data     ,
    input  wire                 full_flag   ,
    input  wire  [ADDR-1 :0]    rd_add      ,
    output wire  [WIDTH-1:0]    rd_data     
);
    localparam MEM_DEPTH = 1 << ADDR ;
    reg [WIDTH-1:0] mem [0:MEM_DEPTH-1] ;
always @(posedge clk) begin
    if(wr_en && !full_flag) begin
        mem[wr_add] <= wr_data ;
    end
end
assign rd_data = mem[rd_add] ;
endmodule
module async_FIFO_top #(parameter       WIDTH = 8 ,
                                        ADDR  = 4) 
( 
    input  wire                 rst         ,
    input  wire                 wr_clk      ,
    input  wire                 wr_en       ,
    input  wire  [WIDTH-1:0]    wr_data     ,
    input  wire                 rd_clk      ,
    input  wire                 rd_en       ,
    output wire  [WIDTH-1:0]    rd_data     ,
    output wire                 full_flag   ,
    output wire                 empty_flag  
);
    wire   [ADDR-1 :0]      wr_add      ;
    wire   [ADDR-1 :0]      rd_add      ;
    wire   [ADDR   :0]      sync_wr_ptr ;
    wire   [ADDR   :0]      sync_rd_ptr ;
    wire   [ADDR   :0]      gr_wr_ptr   ;
    wire   [ADDR   :0]      gr_rd_ptr   ;
FIFO_mem #(WIDTH,ADDR) U0_FIFO_mem  (
    .clk            (wr_clk     ),
    .wr_en          (wr_en      ),
    .wr_add         (wr_add     ),
    .wr_data        (wr_data    ),
    .full_flag      (full_flag  ),
    .rd_add         (rd_add     ),
    .rd_data        (rd_data    )
);
full_flag_calc #(ADDR) U1_full_flag_calc (
    .wr_clk         (wr_clk     ),
    .rst            (rst        ),
    .wr_en          (wr_en      ),
    .sync_rd_ptr    (sync_rd_ptr),
    .wr_add         (wr_add     ),
    .gr_wr_ptr      (gr_wr_ptr  ),
    .full_flag      (full_flag  )
);
empty_flag_calc #(ADDR) U2_empty_flag_calc (
    .rd_clk         (rd_clk     ),
    .rst            (rst        ),
    .rd_en          (rd_en      ),
    .sync_wr_ptr    (sync_wr_ptr),
    .rd_add         (rd_add     ),
    .gr_rd_ptr      (gr_rd_ptr  ),
    .empty_flag     (empty_flag )
);
sync_wr2rd #(ADDR) U3_sync_wr2rd (
    .rd_clk         (rd_clk     ),
    .rst            (rst        ),
    .gr_wr_ptr      (gr_wr_ptr  ),
    .sync_wr_ptr    (sync_wr_ptr)
);
sync_rd2wr #(ADDR) U4_sync_rd2wr (
    .wr_clk         (wr_clk     ),
    .rst            (rst        ),
    .gr_rd_ptr      (gr_rd_ptr  ),
    .sync_rd_ptr    (sync_rd_ptr)
);
endmodule
module empty_flag_calc #( parameter  ADDR = 4) 
(
    input  wire                 rd_clk      ,
    input  wire                 rst         ,
    input  wire                 rd_en       ,
    input  wire  [ADDR   :0]    sync_wr_ptr ,
    output wire  [ADDR-1 :0]    rd_add      ,
    output wire  [ADDR   :0]    gr_rd_ptr   ,
    output reg                  empty_flag   
);
    wire [ADDR :0]    bin_wr_ptr  ;
    wire [ADDR+1 :0]    rd_add_comb ;
    reg  [ADDR :0]    rd_add_tmp  ;
    wire              empty       ;
genvar i;
generate
    for(i=0 ; i<ADDR+1 ; i=i+1) begin: gray2bin
        assign bin_wr_ptr[i] = ^(sync_wr_ptr >> i) ;
    end
endgenerate
assign rd_add_comb = rd_add_tmp + (rd_en & !empty_flag) ;
always @(posedge rd_clk or negedge rst) begin
    if(!rst) begin
        rd_add_tmp <= {ADDR{1'b0}} ;
    end
    else if (rd_en && !empty) begin 
        rd_add_tmp <= rd_add_comb[ADDR :0] ;
    end
end
always @(posedge rd_clk or negedge rst) begin
    if(!rst) begin
        empty_flag <= 1'b1 ;
    end
    else begin
        empty_flag <= empty ;
    end      
end
assign gr_rd_ptr = rd_add_comb[ADDR :0] ^ (rd_add_comb[ADDR :0] >> 1) ;
assign empty = (rd_add_comb[ADDR :0] == (bin_wr_ptr)) ;
assign rd_add = rd_add_tmp[ADDR-1:0] ;
endmodule
module full_flag_calc #( parameter  ADDR = 4) 
(
    input  wire                 wr_clk      ,
    input  wire                 rst         ,
    input  wire                 wr_en       ,
    input  wire  [ADDR   :0]    sync_rd_ptr ,
    output wire  [ADDR-1 :0]    wr_add      ,
    output wire  [ADDR   :0]    gr_wr_ptr   ,
    output reg                  full_flag   
);
    wire [ADDR :0]    bin_rd_ptr ;
    wire [ADDR+1:0]    wr_add_comb ;
    reg  [ADDR :0]    wr_add_tmp ;
    wire              full       ;
genvar i;
generate
    for(i=0 ; i<ADDR+1 ; i=i+1) begin: gray2bin
        assign bin_rd_ptr[i] = ^(sync_rd_ptr >> i) ;
    end
endgenerate
assign wr_add_comb = wr_add_tmp + (wr_en && !full_flag) ;
always @(posedge wr_clk or negedge rst) begin
    if(!rst) begin
        wr_add_tmp <= {ADDR{1'b0}} ;
    end
    else if (wr_en && !full_flag) begin
        wr_add_tmp <= wr_add_comb[ADDR :0] ;
    end
end
always @(posedge wr_clk or negedge rst) begin
    if(!rst) begin
        full_flag <= 1'b0 ;
    end
    else begin
        full_flag <= full ;
    end      
end
assign gr_wr_ptr = wr_add_comb[ADDR :0] ^ (wr_add_comb[ADDR :0] >> 1) ;
assign full = (wr_add_comb[ADDR] != bin_rd_ptr[ADDR]) &&(wr_add_comb[ADDR-1:0] == bin_rd_ptr[ADDR-1:0]) ;
assign wr_add = wr_add_tmp[ADDR-1:0] ;
endmodule
module sync_rd2wr #( parameter  ADDR = 4 ) 
(
    input  wire                 wr_clk      ,
    input  wire                 rst         ,
    input  wire  [ADDR   :0]    gr_rd_ptr   ,
    output reg   [ADDR   :0]    sync_rd_ptr 
);
    reg [ADDR :0]    rd_ptr_1 ;
always @(posedge wr_clk or negedge rst) begin
    if(!rst) begin
        rd_ptr_1    <= {ADDR+1{1'b0}} ;
        sync_rd_ptr <= {ADDR+1{1'b0}} ;
    end
    else begin
        rd_ptr_1    <= gr_rd_ptr ;
        sync_rd_ptr <= rd_ptr_1  ;
    end
end
endmodule
module sync_wr2rd #( parameter  ADDR = 4 ) 
(
    input  wire                 rd_clk      ,
    input  wire                 rst         ,
    input  wire  [ADDR   :0]    gr_wr_ptr   ,
    output reg   [ADDR   :0]    sync_wr_ptr 
);
    reg [ADDR :0]    wr_ptr_1 ;
always @(posedge rd_clk or negedge rst) begin
    if(!rst) begin
        wr_ptr_1    <= {ADDR+1{1'b0}} ;
        sync_wr_ptr <= {ADDR+1{1'b0}} ;
    end
    else begin
        wr_ptr_1    <= gr_wr_ptr ;
        sync_wr_ptr <= wr_ptr_1  ;
    end
end
endmodule
```
**run.sh**
```bash
#!/bin/bash
# OpenROAD 26Q1-2900-gdf79404cd8, Yosys 0.63+post, stock flow scripts
make -C /OpenROAD-flow-scripts/flow DESIGN_CONFIG=/design/flow/config.mk WORK_HOME=/design/flow/orfs finish
```
==> reports/qor.yml <==
status:
  status: "finished, final reports clean"
pwr:
  ir_drop_mv: 0.2887
  p_per_area_nw_per_um2: 721.8
  p_sw_mw: 1.623
  clockPowerShare_pct: 29.5
  sw_frac_of_total_pct: 28.90
  leakage_nw: 2.631
  power_frac_comb_pct: 31.7
  internal_power_mw: 3.993
  pwr-share-seq_pct: 38.8
synth:
  synth_area_um2: 6424
  ys_seq_share_pct: 72.32
  top_area_share_pct: 59.84
  area_leaders: "edfxtp_1 60%, mux4_2 14%, dfrtp_1 12%"
  synth_cell_types: 42
  yosysWarnings: 5
  async_flop_share_pct: 20.00
  synthCells: 324
  ys_ff: 160
  yosys_most_used_dff: "edfxtp_1"
  ys_cells: 324
  synth-edff-count: 128
  synth-area-yosys_um2: 6424
  yosys.area.top_type: "edfxtp_1"
  syn_avg_cell_area_um2: 19.83
drt:
  viasPerCell: 4.624
  num_vias: 3084
  ant_nets: 0
  drtPass1Iterations: 4
  avgRoutedWirePerCell_um: 17.75
  drtIter0Drc: 163
  wirelength_um: 11840
  diodes: 0
  drc: 0
timing:
  final.setup_skew_ns: 0.008653
  setup_slack_ns: 0.9394
  finalSetupViolCount: 0
  hold_viol: 0
  worstMarginPinSlew_ns: 0.7987
  drv_slew: 0
  timing.setup.tns_ns: 0
  rsz0062_at_grt: "false"
  maxSlewHeadroom_pct: 46.75
worst_setup_path:
  crit_top_cell: "mux4_2"
  slowest_delay_ns: 0.55
  crit_path_end_kind: "output pin"
  r2r-start: "U2_empty_flag_calc.rd_add_tmp[0]"
  critPathTopFamily: "multiplexers"
  critPathMaxFanout: 35
  reg2reg_depth: 8
  cp.depth: 4
  path_cells: "buf_12, mux4_2, mux4_2, clkdlybuf4s50_1"
  critPathKind: "flip-flop to output pin"
  cp.arrival_ns: 2.42
  cpMaxStageDelayCell: "mux4_2"
  crit_path_start_kind: "flip-flop"
  cp.required_ns: 3.36
  timing.rr.end: "U2_empty_flag_calc.rd_add_tmp[0]"
  critPathBufInv: 2
  cp-startpoint: "U2_empty_flag_calc.rd_add_tmp[0]"
  ff2ff_setup_slack_ns: 1.71
global_route:
  grt_pass1_wl_um: 18800
  grt_start_max_net_pins: 41
  track_usage_pct: 12.39
  grt_pass1_vias: 3402
  antenna_found_initial: 1
  gr-total-overflow: 0
place:
  place_ws_ns: 0.7497
  gp_congestion: 0.8424
  dp_hpwl_um: 7816
  port_buffers: 21
  dp.cells: 631
  dpl_cell_area_um2: 7109
floorplanning:
  fp_util_pct: 30.56
  num_io_pins: 23
  die_w_um: 148.3
  core_region_area_um2: 21020
  die-area_um2: 22000
  die_h_um: 148.3
  num_rows: 53
flow_run:
  warnings: 27
  maxCapViolations: 0
clock_tree:
  cts_hold_buf: 0
  cts.clk_slew.worst_paths_ns: 0.05
  postCtsSetupRepairBufs: 0
  cts_tree: "yes"
  ctsResizeCount: 0
  cts.sinks: 160
finish:
  area.growth.synth_to_final_pct: 21.13
  fin_cells: 667
  layout-drive-gt1-share_pct: 28.32
  final_area_um2: 7781
worst_hold_path:
  hold_path_end: "U3_sync_wr2rd.sync_wr_ptr[3]"
  hold_depth: 0
  holdCritStartpoint: "U3_sync_wr2rd.wr_ptr_1[3]"
  hold_class: "flip-flop to flip-flop"
-- kinds of logic after synthesis --
logic type,Yosys count,synth area share (%)
flops,160,72.32
simple gates,54,4.480
mux,45,14.92
xor+xnor,32,4.694
buf+inv,18,1.441
compound gates,11,1.363
fa+ha+maj,4,0.7792
-- how the worst max path moves through the flow --
stage and to:
4_1_cts rd_data[7], 5_1_grt U2_empty_flag_calc.rd_add_tmp[0], 6_report rd_data[7]
-- power by group through the flow --
stage / logic, mW / clock network, mW / registers (mW)
CTS: 1.83 / 1.70 / 2.18
global route: 1.95 / 1.76 / 2.21
finish: 1.78 / 1.66 / 2.18
-- synthesized netlist by cell type (all sizes together), types with 2 or more instances --
| cell | count |
|---|---|
| and3 | 2 |
| inv | 2 |
| nand3 | 6 |
| nand2 | 6 |
| dfrtp | 31 |
| xnor2 | 20 |
| mux2i | 2 |
| mux2 | 3 |
| nand4 | 3 |
| mux4 | 40 |
| o2111ai | 2 |
| nand2b | 2 |
| nor2 | 17 |
| nand3b | 3 |
| nor2b | 3 |
| buf | 13 |
| xor2 | 11 |
| ha | 4 |
| edfxtp | 128 |
| nor3 | 5 |
| o211ai | 2 |
| o21ai | 3 |
| clkbuf | 3 |
-- final cells by class --
type,instances,area [um2]
fill,1872,13240
sequential,160,4647
multi-input combinational,146,1685
clock buffer,22,518.0
timing repair buffer,48,425.4
tap,275,344.1
clock inverter,14,153.9
inverter,2,7.507
-- routing by layer --
metal	share of wire, %	wire [um]	up-vias	GRT usage [%]
li1	-	-	1398	-
met1	38	4552	1528	15.57
met2	46	5496	139	18.24
met3	13	1547	19	8.701
met4	2.0	241	0	2.216
met5	0	0	-	0
-- cell usage in the layout, fill, tap and decap left out, types with 4 or more instances in the layout --
master	count
nand2_1	6
dfrtp_1	30
nor3_1	5
nor2_1	17
mux4_2	40
ha_1	4
xor2_1	10
buf_4	26
clkbuf_16	20
xnor2_1	20
clkdlybuf4s50_1	21
inv_6	5
edfxtp_1	128
nand3_1	6
-- flip-flops by register name (all words and copies together), names as in the netlist --
signal / flops
U3_sync_wr2rd.wr_ptr_1: 5
U1_full_flag_calc.full_flag: 1
U2_empty_flag_calc.rd_add_tmp: 5
U1_full_flag_calc.wr_add_tmp: 5
U0_FIFO_mem.mem: 128
U4_sync_rd2wr.rd_ptr_1: 5
U2_empty_flag_calc.empty_flag: 1
U4_sync_rd2wr.sync_rd_ptr: 5
U3_sync_wr2rd.sync_wr_ptr: 5
-- stage by stage --
step	hold slack, ns	power [mW]	util, %
final	0.3468	5.616	37.02
after global placement	0.3368	4.013	33.82
after floorplan	0.3312	3.423	-
after detailed placement	0.3365	4.029	33.82
after CTS	0.3502	5.705	37.02
after global routing	0.3580	5.922	37.02
Power is estimated from default activity; no workload was simulated.
